[/design/flow/design.v]
`timescale 1ns / 1ps
module RegFile(
    input [31:0] wd,
    input clk, 
    input en,
    input [4:0] adr1,
    input [4:0] adr2,
    input [4:0] wa,
    output logic [31:0] rs1, 
    output logic [31:0] rs2     );
    logic [31:0] reg_file [0:31];
    initial
    begin
        int i;
        for (i=0; i<32; i++)
            reg_file[i] = 0;
    end
    always_ff @( posedge clk)
    begin
        if ( (en == 1) && (wa != 0) )
            reg_file[wa] <= wd;       
    end
    assign rs1 = reg_file[adr1];
    assign rs2 = reg_file[adr2];
endmodule
[/design/flow/config.mk]
export PLATFORM = sky130hd
export DESIGN_NAME = RegFile
export DESIGN_NICKNAME = RegFile
export VERILOG_FILES = /design/flow/design.v
export SDC_FILE = /design/flow/constraint.sdc
export NUM_CORES = 4
export LEC_CHECK = 1
export CORE_UTILIZATION = 30
[/design/flow/constraint.sdc]
current_design RegFile

set clk_period 10.0
set clk_io_pct 0.2

create_clock -name clk0 -period $clk_period [get_ports {clk}]

set non_clock_inputs [all_inputs -no_clocks]
set_input_delay [expr $clk_period * $clk_io_pct] -clock clk0 $non_clock_inputs
set_output_delay [expr $clk_period * $clk_io_pct] -clock clk0 [all_outputs]
[/design/flow/run.sh]
#!/bin/bash
# OpenROAD 26Q1-2900-gdf79404cd8, Yosys 0.63+post, stock flow scripts
make -C /OpenROAD-flow-scripts/flow DESIGN_CONFIG=/design/flow/config.mk WORK_HOME=/design/flow/orfs finish
==> reports/metrics.yaml <==
crit_start: "adr1[2]"
largest_reg_flops: 1024
irDropWorstVdd_uv: 120
drt_wl_total_um: 154000
timing.critical_path.cells: "clkdlybuf4s50_1, and2_4, buf_4, a22o_1, nor3_1, a31oi_1, nand3_1, clkdlybuf4s50_1"
path_clk_slew_ns: 0.06
power_switching_mw: 2.23
layout_top_cells: "mux2i_1, edfxtp_1, nand3_1"
ys_sh_aoi: 0.0805
clockRootBuffer: "clkbuf_16"
max_stage_delay_ns: 0.77
hold_buffers: 0
worstSetupStartpointType: "primary input"
grt_pass1_vias: 31800
top_regs: "reg_file: 1024 flops"
tns_ns: 0
ioPinCount: 113
fill_cells: 15200
power.leakage_nw: 20.2
cts.sinks: 1024
synth-simple-area-share: 0.0471
hold_path.class: "in -> reg"
hpwl_um: 82400
io_buffers: 112
ys_seq_frac: 0.631
die_w_um: 405
max_slew_margin: 0.346
mux_share: 0.210
ys_types: 24
ys_cells: 3386
crit_fanout: 40
utilization: 0.347
swShare: 0.235
finalWeightedCongestion: 0.858
adder_share: 0
min_to: "reg_file[31][3]"
grt_overflow: 0
drive_gt1_frac: 0.0865
warning_count: 26
areaGrowthSynthToFinish_pct: 14.4
critPathCaptureType: "output port"
synthTopLogicFamily: "multiplexers"
grt_pass1_wl_um: 220000
seqPwrFrac: 0.508
yosys_area_mm2: 0.0488
cts_buffers: 108
final_antenna_net_count: 0
vias_per_cell: 5.38
synth-warning-count: 1
cts_tree: "yes"
slowest_stage: "and2_4"
clock_path_buffers: 3
die_y_um: 405
max_cap_violations: 0
cts_htree_levels: 3
cp.required_ns: 8.00
worstSetupPathType: "in -> out"
grt_usage: 0.196
outcome: "completed"
top_register: "reg_file"
netlist_instances: 3386
grt_max_degree: 100
power-per-cell-area_mw_per_mm2: 170
min_from: "wd[3]"
worst_pin_slew_ns: 0.978
avgSynthCellArea_um2: 14.4
fp_util: 0.303
coreArea_mm2: 0.161
antenna_found_initial: 11
clockPowerShare: 0.398
hold_path_depth: 2
post_cts_resized: 0
xor_area_frac: 0
wire_per_inst_um: 26.8
max_clock_freq_mhz: 133
drt_pre_antenna_iters: 5
initialDrtViolationCount: 2051
drc: 0
rows: 147
setup_violations: 0
fin_crit_ns: 7.51
ys_ff: 1024
netlist_area_mm2: 0.0488
hold_violations: 0
crit_path_frequent_cell: "clkdlybuf4s50_1"
rsz0062_at_grt: "no"
p_int_mw: 7.24
dieArea_mm2: 0.164
slew_viol_final: 0
p_comb_frac: 0.094
vias: 30900
finalClockPeriodUsage: 0.751
cp.arrival_ns: 5.51
cts_setup_buffers: 0
## routing by layer
metal,global-route usage,vias up,wire (um)
met5,0.0101,-,335
met4,0.0457,28,4240
met3,0.133,292,24200
met2,0.289,1804,69000
met1,0.240,15200,56300
li1,-,13600,-
## power by group through the flow
| stage | clock network, mW | registers [mW] | logic (mW) |
|---|---|---|---|
| after CTS | 3.83 | 4.81 | 0.883 |
| final | 3.77 | 4.81 | 0.887 |
| after global routing | 3.98 | 4.82 | 0.942 |
## Yosys cell counts, drive strengths merged
| library cell | count | share of area |
|---|---|---|
| or3b | 3 | 0.00054 |
| buf | 167 | 0.025 |
| a22oi | 192 | 0.030 |
| or3 | 1 | 0.00013 |
| a22o | 128 | 0.023 |
| or2 | 2 | 0.00026 |
| nor3 | 64 | 0.0066 |
| nand2b | 4 | 0.00051 |
| nand3b | 5 | 0.00077 |
| mux2i | 1024 | 0.21 |
| conb | 1 | 0.000077 |
| and2 | 2 | 0.00026 |
| nor2b | 4 | 0.00051 |
| nand2 | 195 | 0.015 |
| edfxtp | 1024 | 0.63 |
| nand3 | 194 | 0.020 |
| nor2 | 34 | 0.0026 |
| a31oi | 64 | 0.0082 |
| clkbuf | 86 | 0.0069 |
| a21oi | 192 | 0.020 |
## how the worst max path moves through the flow
stage / to / slack [ns] / cells after the start
4_1_cts: rs1[14] / 2.51 / 8
5_1_grt: rs1[14] / 2.38 / 8
6_report: rs1[14] / 2.49 / 8
## worst max-delay path, delay by kind of cell
family | cells | cell delay, ns
AND-OR/OR-AND | 2 | 0.52
buffers and inverters | 3 | 1.90
AND/OR/NAND/NOR | 3 | 1.06
## stage by stage
step                setup WS, ns  instances  power [mW]  hold slack (ns)  cell area, um^2
finish                      2.49       5746        9.47             2.10            55800
global route                2.38       5744        9.74             2.11            55800
CTS                         2.51       5744        9.52             2.07            55800
detailed placement          2.53       5555        5.78             2.84            52500
global placement            2.50       5555        5.78             2.83            52500
floorplan                   4.95       3417        5.40             2.10            48900
## final cells by class
type	instances	area (um^2)	area share
antenna	2	5.00	0.0000897
clock inverter	55	440	0.00789
multi-input combinational	2140	16900	0.303
clock buffer	134	2820	0.0506
sequential	1024	30700	0.551
tap	2160	2700	0.0484
timing repair buffer	231	2190	0.0392
## kinds of logic after synthesis
group / after synthesis
AOI/OAI and AO/OA: 576
and+or+nand+nor: 508
DFF: 1024
muxes: 1024
other: 1
buffers and inverters: 253
Power and IR drop assume default switching activity.
