--- flow/config.mk ---
export PLATFORM = sky130hd
export DESIGN_NAME = univ_sseg
export DESIGN_NICKNAME = univ_sseg
export VERILOG_FILES = /design/flow/design.v
export SDC_FILE = /design/flow/constraint.sdc
export NUM_CORES = 4
export LEC_CHECK = 1
export CORE_UTILIZATION = 40
--- flow/run.sh ---
#!/bin/bash
# OpenROAD 26Q1-2900-gdf79404cd8, Yosys 0.63+post, stock flow scripts
make -C /OpenROAD-flow-scripts/flow DESIGN_CONFIG=/design/flow/config.mk WORK_HOME=/design/flow/orfs finish
--- flow/design.v ---
`timescale 1ns / 1ps
module univ_sseg(
    input [13:0] cnt1,
    input [6:0] cnt2,
    input valid,
    input dp_en,
    input [1:0] dp_sel,
    input [1:0] mod_sel,
    input sign,
    input clk,
    output reg [7:0] ssegs,
    output reg [3:0] disp_en
    ); 
    wire [3:0] c1_d3;   
    wire [3:0] c1_d2; 
    wire [3:0] c1_d1; 
    wire [3:0] c1_d0; 
    wire [3:0] c2_d1;    
    wire [3:0] c2_d0; 
    reg [3:0] A_1000_digit;  
    reg [3:0] B_100_digit; 
    reg [3:0] C_10_digit; 
    reg [3:0] D_1_digit; 
    reg [3:0] final_BCD; 
    reg [1:0] m_cnt;         
    reg [7:0] seg_val;       
    cnt_convert_14b CC_14(cnt1, mod_sel, c1_d3, c1_d2, c1_d1, c1_d0); 
    cnt_convert_7b CC_7(cnt2, c2_d1, c2_d0); 
    clk_divder CLK_DIV (clk,sclk); 
    always @ (sign,mod_sel,c1_d1,c1_d3)
    begin
       case ({sign,mod_sel})
          0: A_1000_digit = 'hF;
          1: A_1000_digit = c1_d1; 
          2: A_1000_digit = c1_d3;
          3: A_1000_digit = 0;
          4: A_1000_digit = 'hA;   
          5: A_1000_digit = c1_d1; 
          6: A_1000_digit = c1_d3;
          7: A_1000_digit = 0;
          default A_1000_digit = 'hA; 
       endcase 
    end 
    always @ (mod_sel,c1_d2,c1_d0)
    begin
       case (mod_sel)
          0: B_100_digit = c1_d2; 
          1: B_100_digit = c1_d0; 
          2: B_100_digit = c1_d2;
          3: B_100_digit = 0;
          default B_100_digit = 0; 
       endcase 
    end 
    always @ (mod_sel,c1_d1,c2_d1)
    begin
       case (mod_sel)
          0: C_10_digit = c1_d1; 
          1: C_10_digit = c2_d1; 
          2: C_10_digit = c1_d1;
          3: C_10_digit = 0;
          default C_10_digit = 0; 
       endcase 
    end 
    always @ (mod_sel,c1_d0,c2_d0)
    begin
       case (mod_sel)
          0: D_1_digit = c1_d0; 
          1: D_1_digit = c2_d0; 
          2: D_1_digit = c1_d0;
          3: D_1_digit = 0;
          default D_1_digit = 0; 
       endcase 
    end 
    always @ (m_cnt, A_1000_digit, B_100_digit, C_10_digit, D_1_digit)
    begin
       case (m_cnt)
          3: final_BCD = D_1_digit; 
          2: final_BCD = C_10_digit; 
          1: final_BCD = B_100_digit;
          0: final_BCD = A_1000_digit;
          default final_BCD = 0; 
       endcase 
    end 
    always @ (m_cnt)
    begin
       case (m_cnt)
          0: disp_en = 4'b1110;  
          1: disp_en = 4'b1101; 
          2: disp_en = 4'b1011;
          3: disp_en = 4'b0111;
          default disp_en = 0; 
       endcase 
    end 
    always @ (final_BCD)
    begin
       case (final_BCD)
          0: seg_val  = 'h03;   
          1: seg_val  = 'h9F;   
          2: seg_val  = 'h25;   
          3: seg_val  = 'h0D;
          4: seg_val  = 'h99;  
          5: seg_val  = 'h49;  
          6: seg_val  = 'h41;  
          7: seg_val  = 'h1F;  
          8: seg_val  = 'h01;  
          9: seg_val  = 'h09;  
          10: seg_val = 'hFD;    
          15: seg_val = 'hFF;    
          default seg_val = 0; 
       endcase 
    end 
    always @ (dp_sel, m_cnt, dp_en, seg_val, valid)
    begin
       if (valid == 0)      
          ssegs = 'hFD; 
       else 
          begin
          if (dp_sel == m_cnt)
             ssegs = {seg_val[7:1],~dp_en}; 
          else 
             ssegs = seg_val;
          end          
    end
    always @ (posedge sclk)
    begin 
       m_cnt <= m_cnt + 1'b1;
    end 
endmodule
module clk_divder(clockin, clockout); 
    input clockin; 
    output wire clockout; 
    parameter n = 13; 
    reg [n:0] count; 
    always@(posedge clockin) 
    begin 
        count <= count + 1; 
    end 
    assign clockout = count[n]; 
endmodule 
module cnt_convert_14b(
    input [13:0] cnt,
    input [1:0] sel,
    output reg [3:0] c1_d3,
    output reg [3:0] c1_d2,
    output reg [3:0] c1_d1,
    output reg [3:0] c1_d0
    );
    reg [13:0] cnt_new;       
    reg [13:0] cnt_new_w;     
    reg [3:0] d3;      
    reg [3:0] d2;      
    reg [3:0] d1;      
    reg [3:0] d0;      
    always @ (cnt,sel)
       case(sel)
          0: cnt_new = {6'b000000,cnt[7:0]};    
          1: cnt_new = {7'b00000000,cnt[6:0]};  
          2: cnt_new = cnt;                     
          3: cnt_new = cnt;                     
          default cnt_new = cnt; 
       endcase
    always @ (cnt_new)
    begin
       d3=0;  d2=0;  d1=0;  d0=0;     
       cnt_new_w = cnt_new;           
       if      (cnt_new_w > 8999) begin   d3=9;   cnt_new_w = cnt_new_w - 9000;  end
       else if (cnt_new_w > 7999) begin   d3=8;   cnt_new_w = cnt_new_w - 8000;  end 
       else if (cnt_new_w > 6999) begin   d3=7;   cnt_new_w = cnt_new_w - 7000;  end 
       else if (cnt_new_w > 5999) begin   d3=6;   cnt_new_w = cnt_new_w - 6000;  end 
       else if (cnt_new_w > 4999) begin   d3=5;   cnt_new_w = cnt_new_w - 5000;  end 
       else if (cnt_new_w > 3999) begin   d3=4;   cnt_new_w = cnt_new_w - 4000;  end 
       else if (cnt_new_w > 2999) begin   d3=3;   cnt_new_w = cnt_new_w - 3000;  end 
       else if (cnt_new_w > 1999) begin   d3=2;   cnt_new_w = cnt_new_w - 2000;  end 
       else if (cnt_new_w > 999)  begin   d3=1;   cnt_new_w = cnt_new_w - 1000;  end 
       else                       begin   d3=0;   end 
       if      (cnt_new_w > 899) begin   d2=9;   cnt_new_w = cnt_new_w - 900;  end
       else if (cnt_new_w > 799) begin   d2=8;   cnt_new_w = cnt_new_w - 800;  end 
       else if (cnt_new_w > 699) begin   d2=7;   cnt_new_w = cnt_new_w - 700;  end 
       else if (cnt_new_w > 599) begin   d2=6;   cnt_new_w = cnt_new_w - 600;  end 
       else if (cnt_new_w > 499) begin   d2=5;   cnt_new_w = cnt_new_w - 500;  end 
       else if (cnt_new_w > 399) begin   d2=4;   cnt_new_w = cnt_new_w - 400;  end 
       else if (cnt_new_w > 299) begin   d2=3;   cnt_new_w = cnt_new_w - 300;  end 
       else if (cnt_new_w > 199) begin   d2=2;   cnt_new_w = cnt_new_w - 200;  end 
       else if (cnt_new_w > 99)  begin   d2=1;   cnt_new_w = cnt_new_w - 100;  end 
       else                      begin   d2=0;   end 
       if      (cnt_new_w > 89) begin   d1=9;   cnt_new_w = cnt_new_w - 90;  end
       else if (cnt_new_w > 79) begin   d1=8;   cnt_new_w = cnt_new_w - 80;  end 
       else if (cnt_new_w > 69) begin   d1=7;   cnt_new_w = cnt_new_w - 70;  end 
       else if (cnt_new_w > 59) begin   d1=6;   cnt_new_w = cnt_new_w - 60;  end 
       else if (cnt_new_w > 49) begin   d1=5;   cnt_new_w = cnt_new_w - 50;  end 
       else if (cnt_new_w > 39) begin   d1=4;   cnt_new_w = cnt_new_w - 40;  end 
       else if (cnt_new_w > 29) begin   d1=3;   cnt_new_w = cnt_new_w - 30;  end 
       else if (cnt_new_w > 19) begin   d1=2;   cnt_new_w = cnt_new_w - 20;  end 
       else if (cnt_new_w > 9)  begin   d1=1;   cnt_new_w = cnt_new_w - 10;  end 
       else                     begin   d1=0;   end 
       d0 = cnt_new_w[3:0]; 
    end
    always @ (cnt_new, d3,d2,d1,d0)
    begin
       if (cnt_new < 1000)  
          c1_d3 = 'hF; 
       else 
          c1_d3 = d3; 
       if (cnt_new < 100)   
          c1_d2 = 'hF; 
       else 
          c1_d2 = d2; 
       if (cnt_new < 10)   
          c1_d1 = 'hF; 
       else 
          c1_d1 = d1;
       c1_d0 = d0;         
    end 
endmodule
module cnt_convert_7b(
    input [6:0] cnt,
    output reg [3:0] c2_d1,
    output reg [3:0] c2_d0
    );
    reg [7:0] cnt_new;       
    reg [7:0] cnt_new_w;     
    reg [3:0] d1;      
    reg [3:0] d0;      
    always @ (*)
    begin
       d1=0;  d0=0; 
       cnt_new_w = cnt; 
       if      (cnt_new_w > 89) begin   d1=9;   cnt_new_w = cnt_new_w - 90;  end
       else if (cnt_new_w > 79) begin   d1=8;   cnt_new_w = cnt_new_w - 80;  end 
       else if (cnt_new_w > 69) begin   d1=7;   cnt_new_w = cnt_new_w - 70;  end 
       else if (cnt_new_w > 59) begin   d1=6;   cnt_new_w = cnt_new_w - 60;  end 
       else if (cnt_new_w > 49) begin   d1=5;   cnt_new_w = cnt_new_w - 50;  end 
       else if (cnt_new_w > 39) begin   d1=4;   cnt_new_w = cnt_new_w - 40;  end 
       else if (cnt_new_w > 29) begin   d1=3;   cnt_new_w = cnt_new_w - 30;  end 
       else if (cnt_new_w > 19) begin   d1=2;   cnt_new_w = cnt_new_w - 20;  end 
       else if (cnt_new_w > 9)  begin   d1=1;   cnt_new_w = cnt_new_w - 10;  end 
       else                     begin   d1=0;   end 
       d0 = cnt_new_w[3:0]; 
    end
    always @ (cnt, d1, d0)
    begin
       if (cnt < 10)   
          c2_d1 = 'hF; 
       else 
          c2_d1 = d1;
       c2_d0 = d0;        
    end 
endmodule
--- flow/constraint.sdc ---
current_design univ_sseg

set clk_period 18.5
set clk_io_pct 0.2

create_clock -name clk0 -period $clk_period [get_ports {clk}]

set non_clock_inputs [all_inputs -no_clocks]
set_input_delay [expr $clk_period * $clk_io_pct] -clock clk0 $non_clock_inputs
set_output_delay [expr $clk_period * $clk_io_pct] -clock clk0 [all_outputs]
==> impl_metrics.tcl <==
# implementation run metrics
set metrics [dict create \
    unclocked_pins 2 \
    untimed_endpoints 6 \
    top_level_ports 41 \
    hold_buffers 0 \
    fmax_mhz 57.1 \
    syn_inst 1012 \
    mi_logic_area_um2 6170 \
    clk_pin_slew_ns 0.04 \
    path_buffers 6 \
    max_stage_delay_ns 0.67 \
    antenna_found_initial 0 \
    place_inst 1225 \
    hpwl_um 19700 \
    powerDensity_nw_per_um2 54.4 \
    cp_top_family "AND-OR/OR-AND gates" \
    syn_area_um2 6940 \
    cts_tree "done" \
    cellLeakagePower_nw 2.71 \
    rows 47 \
    final_max_slew_viol_count 0 \
    port_buffers 40 \
    dieArea_um2 17900 \
    setup_viol 0 \
    pwr-share-comb_pct 83.1 \
    ctsLongestPathBuffers 2 \
    rsz0062_at_grt "false" \
    grt.total_usage_pct 28.4 \
    final.period_utilization_pct 94.7 \
    worst_ep_arrival_time_ns 13.81 \
    regArea_um2 320 \
    drive_above_1_share_pct 7.54 \
    ys.flops 16 \
    final_cells 1228 \
    place_congestion 1.04 \
    startpoint_type "input port" \
    crit_top_cell "and3_1" \
    firstDrtPassIters 6 \
    flop_cell "dfxtp_1" \
    synth-edff-count 0 \
    grt_remaining_overflow 0 \
    ant_nets 0 \
    antenna_cells 0 \
    yosysWarningCount 5 \
    die_x_um 134 \
    ys_seq_share_pct 4.62 \
    path_max_fanout 17 \
    area_growth_pct 7.95 \
    crit_type "in2out" \
    outcome "finished, final reports clean" \
    crit_slowest_cell "clkdlybuf4s50_1" \
    dieHeight_um 134 \
    fin_hold_ws_ns 0.409 \
    cts-root-buf "clkbuf_16" \
    htree_num_levels 1 \
    tns_ns 0 \
    switching_power_uw 232 \
    final_util_pct 44.7 \
    p_seq_share_pct 7.4 \
    fp_util_pct 41.4 \
    critPathCaptureType "output port" \
    synthDistinctLibCells 104 \
    route.vias.total 8268 \
    grt_pass1_wl_um 40300 \
    first_iter_violations 1029 \
    async_flop_share_pct 0 \
    wl_per_cell_um 20.6 \
    postCtsSetupRepairBufs 0 \
    hold_class "reg2reg" \
    min_period_ns 17.51 \
    critical_path_required_ns 14.80 \
    vias_per_cell 6.73 \
    ys_area_um2 6940 \
    final-hold-violation-count 0 \
    p_int_uw 175 \
    switching_share_pct 56.9 \
    clk_latency_ns 0.24 \
    coreArea_um2 16800 \
    first_global_vias 7330 \
    drv_cap 0 \
    avgSynthCellArea_um2 6.85 \
    skew_ns 0.00163 \
    ctsResizeCount 0 \
    numCtsBuffers 3 \
    ir_worst_vdd_v 0.0000596 \
    grt_max_degree 29 \
    drc 0 \
    fillCellCount 1707 \
    relSlewSlack_pct 46.6 \
    openroad.warnings 71 \
    drt-total-wl_um 25300 \
    ys_cells 1012 \
    tightest_slew_ns 0.793 \
    p_clk_share_pct 9.5 \
]
==> cells in the final DEF (no fill, tap or decap), types with 6 or more instances in the layout <==
master,n
nand2_1,111
a21oi_1,79
nor2_1,65
o21ai_0,62
ha_1,61
nand3_1,44
inv_1,41
clkdlybuf4s50_1,40
nor3_1,33
xnor2_1,28
a31oi_1,24
a211oi_1,21
a21o_1,19
o211ai_1,19
dfxtp_1,16
nand4_1,16
and3_1,16
a211o_1,11
nand2b_1,11
nor2b_1,11
or3_1,11
mux2i_1,11
buf_4,11
nor4_1,10
o31ai_1,10
o22ai_1,9
o221ai_1,9
o32ai_1,8
and2_1,7
o21ai_1,7
o2111ai_1,7
a311oi_1,7
o31a_1,6
mux2_2,6
xor2_1,6
==> per-stage QoR <==
step	area (um^2)	total power, mW	setup WS [ns]
floorplan	6940	0.277	3.59
global placement	7410	0.365	1.40
detailed placement	7410	0.358	1.24
CTS	7490	0.399	1.22
global route	7490	0.438	0.335
finish	7490	0.407	0.988
==> logic make-up (layout without fill, tap and decap cells) <==
logic type | count (synthesis) | in the layout | synth area share [%]
compound gates | 397 | 397 | 42.1
xor+xnor | 34 | 34 | 4.29
fa+ha+maj | 61 | 61 | 11.0
buf+inv | 103 | 99 | 6.49
flops | 16 | 16 | 4.62
mux | 17 | 17 | 2.56
simple gates | 384 | 384 | 29.0
==> power by group through the flow <==
stage     logic [mW]  clock network (mW)  registers [mW]
4_1_cts        0.329              0.0393          0.0303
5_1_grt        0.367              0.0413          0.0302
6_report       0.338              0.0387          0.0303
==> cell usage after synthesis, types with 8 or more instances <==
| cell | instances | area, um^2 |
|---|---|---|
| nand2_1 | 111 | 417 |
| a21oi_1 | 79 | 395 |
| nor2_1 | 65 | 244 |
| o21ai_0 | 62 | 310 |
| ha_1 | 61 | 763 |
| nand3_1 | 44 | 220 |
| inv_1 | 41 | 154 |
| nor3_1 | 33 | 165 |
| xnor2_1 | 28 | 245 |
| clkbuf_1 | 27 | 101 |
| a31oi_1 | 24 | 150 |
| buf_2 | 23 | 115 |
| a211oi_1 | 21 | 158 |
| a21o_1 | 19 | 143 |
| o211ai_1 | 19 | 143 |
| and3_1 | 16 | 100 |
| dfxtp_1 | 16 | 320 |
| nand4_1 | 16 | 100 |
| a211o_1 | 11 | 96.3 |
| mux2i_1 | 11 | 110 |
| nand2b_1 | 11 | 68.8 |
| nor2b_1 | 11 | 68.8 |
| or3_1 | 11 | 68.8 |
| nor4_1 | 10 | 62.6 |
| o31ai_1 | 10 | 75.1 |
| o221ai_1 | 9 | 78.8 |
| o22ai_1 | 9 | 56.3 |
| o32ai_1 | 8 | 70.1 |
==> worst reg2reg max path: stages, from the launching register on <==
cell,delay (ns)
dfxtp_1,0.38
nand3_1,0.11
nor2_1,0.17
nand2_1,0.08
nor2_1,0.26
nand4_1,0.15
xnor2_1,0.14
==> routing by layer <==
layer  global-route usage [%]  routed length (um)  share of wire [%]
met1                     43.8               11700                 46
met2                     40.3               10400                 41
met3                     4.43                2440                9.7
met4                     8.40                 779                3.1
met5                        0                   0                  0
==> state kept, by name (all words and copies together) (netlist names) <==
name / flops
CLK_DIV.count: 14
m_cnt: 2
==> path summary, 6_finish.rpt <==
path | start | endpoint | slack, ns | cells after the start
hold reg to reg | CLK_DIV.count[0]$_DFF_P_ | CLK_DIV.count[0]$_DFF_P_ | 0.41 | 1
setup / recovery | mod_sel[0] | ssegs[0] | 0.99 | 35
hold / removal | CLK_DIV.count[0]$_DFF_P_ | CLK_DIV.count[0]$_DFF_P_ | 0.41 | 1
setup reg to reg | CLK_DIV.count[2]$_DFF_P_ | CLK_DIV.count[13]$_DFF_P_ | 17.11 | 6
==> final cells by class <==
class | count | share of cell area [%]
Clock buffer | 3 | 1.00
Tap cell | 220 | 3.68
Sequential cell | 16 | 4.28
Inverter | 45 | 2.26
Multi-Input combinational cell | 893 | 82.3
Timing Repair Buffer | 51 | 6.45
Power figures rest on the tool's default switching activity, not on a simulated workload.
