## /design/flow/config.mk

```make
export PLATFORM = sky130hd
export DESIGN_NAME = ALU
export DESIGN_NICKNAME = ALU
export VERILOG_FILES = /design/flow/design.v
export SDC_FILE = /design/flow/constraint.sdc
export NUM_CORES = 4
export LEC_CHECK = 1
export CORE_UTILIZATION = 30
```

## /design/flow/constraint.sdc

```tcl
current_design ALU

set clk_period 12.8
set clk_io_pct 0.2

create_clock -name clk0 -period $clk_period

set non_clock_inputs [all_inputs -no_clocks]
set_input_delay [expr $clk_period * $clk_io_pct] -clock clk0 $non_clock_inputs
set_output_delay [expr $clk_period * $clk_io_pct] -clock clk0 [all_outputs]
```

## /design/flow/design.v

```verilog
`timescale 1ns / 1ps
module ALU(
    input wire [31:0] srcA,
    input wire [31:0] srcB,
    input wire [3:0] alu_fun,
    output reg [31:0] result
    );
    parameter ADD = 4'b0000;
    parameter SUB = 4'b1000;
    parameter OR  = 4'b0110;
    parameter AND = 4'b0111;   
    parameter XOR = 4'b0010;
    parameter SRL = 4'b0101;
    parameter SLL = 4'b0001;
    parameter SRA = 4'b1101;
    parameter SLT = 4'b0010;
    parameter SLTU = 4'b0011;
    parameter LUI = 4'b1001;
    always @(*) begin
        case (alu_fun)
            ADD: result = srcA + srcB;
            SUB: result = srcA - srcB;
            OR: result = srcA | srcB;
            AND: result = srcA & srcB;
            XOR: result = srcA ^ srcB; 
            SRL: result = srcA >> srcB[4:0];   
            SLL: result = $signed(srcA) << srcB;  
            SRA: result = srcA >>> srcB[4:0];  
            SLT: begin  
                result = $signed(srcA) < srcB;
            end        
            SLTU: begin  
                result = srcA < srcB;
            end      
            LUI: result = srcA;  
            default: result = srcA;
        endcase
    end
endmodule
```

## /design/flow/run.sh

```bash
#!/bin/bash
# OpenROAD 26Q1-2900-gdf79404cd8, Yosys 0.63+post, stock flow scripts
make -C /OpenROAD-flow-scripts/flow DESIGN_CONFIG=/design/flow/config.mk WORK_HOME=/design/flow/orfs finish
```

==> run summary <==
Max cap viols = 0
Final min period = 10.07 ns
Final tally of max-slew violations = 0
Worst Path Max Fanout = 25
Chip area = 29300 um^2
Tcrit/Tclk final = 0.787
Largest net degree at the start of global routing = 64
Crit path kind = in -> out
Crit path largest cell delay = 0.67 ns
Dpl hpwl = 35100 um
Area reported by Yosys stat = 8600 um^2
Die Height = 171 um
Initial antenna violation count = 0
Initial drt markers = 1359
Post-DP Area = 9810 um^2
Drt wl/cell = 25.5 um
WL final = 44100 um
Initial DRT Pass Iterations = 6
PwrDens = 45.8 nW/um^2
Post-Syn Area per Cell = 6.51 um^2
Die width = 171 um
GRT Residual Overflow = 0
Vias in the first global route = 9725
Synth Instances = 1321
Layout cells sized above 1 = 0.0609
Fillers = 3042
Pwr Total = 0.000449 W
Synth Seq Share = 0
Hold crit path type = in -> out
Worst path cell trace = clkdlybuf4s50_1 -> buf_4 -> clkinv_1 -> ha_1 -> inv_1 -> a21oi_2 -> nand3_1 -> o21ai_1 -> o22ai_1 -> o21bai_2 -> o221ai_1 -> or3_1 -> a21oi_1 -> o32a_1 -> clkdlybuf4s50_1
Flops = 0
ANT nets after route = 0
Final instance area = 9810 um^2
Post_cts resized = 0
Final Hold Vio Count = 0
Maximum VDD drop = 0.0176 mV
Peak Freq = 99.3 MHz
Mapped Area = 8600 um^2
CP Launch Type = input port
Core footprint = 28000 um^2
Status = finished clean
Log Warnings = 96
Worst slew pin tran = 0.884 ns
Setup TNS = 0 ns
Avg Vias per Cell = 6.16
Worst setup path startpoint = srcB[4]
Slowest cell on crit path = ha_1
Leak pwr = 4.01 nW
Crit path to = result[31]
RSZ-0062 raised after global routing = no
Final Util = 0.350
Post-route DRC = 0
Most frequent cells in the layout = 144 x nor2_1, 135 x o21ai_0, 117 x a21oi_1, 110 x inv_1, 100 x nand2_1
Clock buffer count = 0
CTS Hold Bufs = 0
Worst path arrival time = 7.51 ns
Pre-CTS setup slack = 2.87 ns
Total number of yosys warnings = 1
Yosys Instances = 1321
Final WS setup = 2.73 ns
Setup violators final = 0
Most numerous logic cell after layout = nor2_1
Buffers on Ports = 100
Worst path required time = 10.24 ns
Critical path endpoint category = output port
Row count = 61
Max transition margin = 0.409
Unique cell types = 87
Critical Path Most Common Cell = clkdlybuf4s50_1
DR vias = 10600
GR Util All Layers = 0.302
Area grow syn2layout = 14.1%
Diode count = 0
Wire length of the first global-routing pass = 64300 um
Fp util = 0.307
Top Ports = 100
Gpl congestion = 1.03
Post-CTS setup repair buffer count = 0
Register area = 0 um^2
## layout make-up
class	instances	area, um^2	share of cell area
repair buffers	124	1160	0.118
well taps	378	473	0.0482
inverters	118	443	0.0452
multi-input cells	1105	7730	0.788
## cell usage after synthesis, drive strengths merged (8+ instances only)
cell type,n,share of area
nand4,8,0.0065
nand2,101,0.044
o221ai,9,0.0092
a22oi,39,0.034
a21oi,121,0.073
inv,115,0.050
o21ai,148,0.087
a211oi,27,0.024
and3,8,0.0058
a31oi,20,0.016
nand2b,18,0.013
o31ai,11,0.0096
xnor2,26,0.026
o211ai,21,0.018
mux2i,73,0.085
clkbuf,55,0.025
a221oi,17,0.018
ha,96,0.14
o22ai,22,0.017
nor4,16,0.012
nor3,22,0.013
a21o,9,0.0079
a211o,12,0.012
buf,43,0.025
nor2,146,0.064
mux4,19,0.050
nand3,17,0.010
o21bai,11,0.010
## critical path, delay by kind of cell
family	cells	cell delay [ns]
AND-OR/OR-AND	7	1.73
AND/OR/NAND/NOR	2	0.56
adder cells (fa/ha/maj)	1	0.67
buffers and inverters	5	1.96
## cells by family after synthesis
| kind of cell | synth area share |
|---|---|
| AOI/OAI and AO/OA | 0.391 |
| adders and majority gates | 0.144 |
| muxes | 0.140 |
| and+or+nand+nor | 0.194 |
| buffers and inverters | 0.102 |
| xor gates and xnor gates | 0.0295 |
## per-stage QoR
stage / instances / hold WS (ns)
3_3_place_gp: 1725 / 6.30
4_1_cts: 1725 / 6.31
2_1_floorplan: 1321 / 5.20
3_5_place_dp: 1725 / 6.31
5_1_grt: 1725 / 6.36
6_report: 1725 / 6.29
## worst min-delay path by stage
stage / from / to / cells past startpoint
after global routing: alu_fun[0] / result[7] / 6
after CTS: alu_fun[0] / result[7] / 6
final: alu_fun[0] / result[7] / 6
## report_power, final
part	internal [W]	leakage [nW]	switching (W)
Sequential	0	0	0
Clock	0	0	0
Combinational	0.000171	4.01	0.000279
## per-layer routing
metal | vias to the layer above | wire, um | track usage
li1 | 4928 | - | -
met1 | 5065 | 19500 | 0.442
met2 | 564 | 19200 | 0.457
met3 | 67 | 4410 | 0.0642
met4 | 0 | 974 | 0.0586
met5 | - | 0 | 0
Power figures rest on the tool's default switching activity, not on a simulated workload.
